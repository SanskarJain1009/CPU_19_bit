==> ./design.v <==
module CPU_19_bit(
input clk, reset,
output [18:0] PC,
input [18:0] Instr,
output MemWrite,
output [18:0] Mem_WrAddr, Mem_WrData,
input [18:0] ReadData
);
wire [18:0] Result;
wire RegWrite, Zero, PCSrc, Jump;
wire [1:0] ResultSrc, ImmSrc;
wire [2:0] ALUControl;
wire L;
main_decoder controller(
.op(Instr[3:0]),
.func3(Instr[10:8]),
.ResultSrc(ResultSrc),
.MemWrite(MemWrite), .RegWrite(RegWrite), .Zero(Zero), .Jump(Jump),
.ImmSrc(ImmSrc),
.L(L), 
.PcSrc(PcSrc),
.alu_ctrl(ALUControl)
);
datapath Datapath(
	.clk(clk), .reset(reset),
	.ResultSrc(ResultSrc),
	.PcSrc(PcSrc), .RegWrite(RegWrite),
	.ImmSrc(ImmSrc),
	.L(L),
	.ALUControl(ALUControl),
	.Zero(Zero),
	.PC(PC),
	.Instr(Instr),
	.Mem_wr_addr(Mem_WrAddr), .Mem_wr_data(Mem_WrData),
	.ReadData(ReadData)
	);
endmodule
module adder(
input [18:0] a,b,
output [18:0] sum
);
assign sum = a + b;
endmodule
module alu(
	input [18:0] a, b,				 
	input [2:0] alu_ctrl,			 
	output reg [18:0] alu_out,		 
	input L,
	output zero							 
	);
always@(a, b, alu_ctrl) begin
	case(alu_ctrl)
	3'b000 : alu_out <= a+b ;
	3'b001 : alu_out <= a + ~b +1;
	3'b010 : alu_out <= a * b;
	3'b011 : alu_out <= a / b;
	3'b100 : alu_out <= a & b;
	3'b101 : alu_out <= a | b;
	3'b110 : alu_out <= a ^ b;	
	default: alu_out =0;
	endcase
	if(L==1) 
	begin
			case(alu_ctrl)  
			3'b000 : alu_out <= a + 1 ;
			3'b001 : alu_out <= a - 1 ;
			3'b010 : alu_out <=~a;
			endcase
	end
end
assign zero = (alu_out==0) ? 1'b1 : 1'b0;
endmodule
module datapath(
	input clk, reset,
	input [1:0] ResultSrc,
	input PcSrc, RegWrite,
	input [1:0]ImmSrc,
	input L,
	input [3:0] ALUControl,
	output Zero,
	output [18:0] PC,
	input [18:0] Instr,
	output [18:0] Mem_wr_addr, Mem_wr_data,
	input [18:0] ReadData
	);
	wire [18:0] PCNext, PCPlus1, PCTarget;
	wire [18:0] ImmExt, SrcA, SrcB, WriteData, ALUResult, readDataMem;
	wire [18:0] Result;
	wire [18:0] temp;
	assign Mem_wr_data = WriteData;
	reset_ff pcreg(clk, reset, PCNext, PC);
	adder pcadd1(PC, 19'd1, PCPlus1);
	mux2 pcmux(PCPlus1, ImmExt, PcSrc, PCNext);
	reg_file rf(clk, RegWrite, Instr[7:4], Instr[14:11], Instr[18:15], Result, SrcA, WriteData);
	imm_extend immExt(Instr[18:4], ImmSrc, ImmExt);
	alu ALU(SrcA, SrcB, ALUControl, ALUResult, L, Zero);
	mux4 resultMux(ALUResult, PCPlus1, ReadData, temp, ResultSrc, Result);
	assign Mem_wr_addr = {{8{Instr[14]}}, Instr[14:4] };
	endmodule
module imm_extend(
	input [18:4] instr,
	input [1:0]immsrc,
	output reg [18:0] immext
);
always@(*)
begin
	case(immsrc)
	2'b00: immext = {{4{instr[18]}}, instr[18:4] };
	2'b01: immext = {{15{instr[10]}}, instr[7:4] };
	endcase
	end
endmodule
module main_decoder(
input [3:0] op,
input [3:0] func3,
output [1:0] ResultSrc,
output MemWrite, RegWrite, Zero, Jump,
output [1:0] ImmSrc,
output L, 
output PcSrc,
output [2:0] alu_ctrl
);
wire Branch;
reg Take_Branch;
reg [11:0] controls;
always@(*)
begin
	case(op)
	4'b0000: controls = {9'b1_00_0_00_0_0_0, alu_ctrl};				 
	4'b0001: controls = {9'b1_00_0_00_0_1_0, alu_ctrl};				 
	4'b0100: controls = {12'b0_01_0_00_1_0_0_000};						 
	4'b0011: controls = {12'b0_01_0_00_0_1_0_000};						 
	4'b0111: controls = {12'b1_00_0_10_0_0_0_000};						 
	4'b1000: controls = {12'b0_00_1_00_0_0_0_000};						 
	endcase
	Take_Branch = 0;
	if(Branch) begin
	case(func3) 
	3'b000: Take_Branch = Zero;		 
	3'b001: Take_Branch = ~Zero;		 
	endcase
	end
end
assign PcSrc = (Branch & Take_Branch) | Jump;
assign {RegWrite, ImmSrc, MemWrite, ResultSrc, Branch, Jump, L, aluCtrl}= controls;
endmodule
module mux2(
input [18:0] d0, d1,
input sel,
output [18:0] y
);
assign y = sel ? d1 : d0;
endmodule
module mux4(
input [18:0] d0, d1, d2, d3,
input [1:0] sel,
output [18:0] y
);
assign y = sel[1] ? (sel[0] ? d3 : d2) : (sel[0] ? d1 : d0);
endmodule
module reg_file(
	input clk,
	input wr_en,
	input [3:0] rd_addr1, rd_addr2, wr_addr,
	input [18:0] wr_data,
	output [18:0] rd_data1, rd_data2
);
reg [18:0] reg_file_arr [0:15];
integer i;
initial 
begin
for(i=0;i<16;i=i+1) begin
	reg_file_arr[i]=0;
	end
end
always@(posedge clk) begin
if(wr_en) reg_file_arr[wr_addr] <= wr_data;
end
assign rd_data1 = (rd_addr1 !=0) ? reg_file_arr[rd_addr1] : 0;
assign rd_data2 = (rd_addr2 !=0) ? reg_file_arr[rd_addr2] : 0;
endmodule 
module reset_ff( 
input clk, rst,
input [18:0] d,
output reg [18:0] q
);
always@(posedge clk or posedge rst)
begin
	if(rst) q <= 0;
	else q <= d;
end
endmodule
==> ./run.sh <==
#!/bin/bash
# OpenROAD 26Q1-2900-gdf79404cd8, Yosys 0.63+post, stock flow scripts
make -C /OpenROAD-flow-scripts/flow DESIGN_CONFIG=/design/flow/config.mk WORK_HOME=/design/flow/orfs finish
==> ./config.mk <==
export PLATFORM = sky130hd
export DESIGN_NAME = CPU_19_bit
export DESIGN_NICKNAME = CPU_19_bit
export VERILOG_FILES = /design/flow/design.v
export SDC_FILE = /design/flow/constraint.sdc
export NUM_CORES = 4
export LEC_CHECK = 1
export CORE_UTILIZATION = 40
==> ./constraint.sdc <==
current_design CPU_19_bit

set clk_period 6.5
set clk_io_pct 0.2

create_clock -name clk0 -period $clk_period [get_ports {clk}]

set non_clock_inputs [all_inputs -no_clocks]
set_input_delay [expr $clk_period * $clk_io_pct] -clock clk0 $non_clock_inputs
set_output_delay [expr $clk_period * $clk_io_pct] -clock clk0 [all_outputs]
==> out/qor.txt <==
Element type at the critical path end: output port
CP max stage cell: mux4_2
Outcome: finished, final reports clean
ANT nets after route: 0
RSZ-0062 raised after global routing: no
Syn_area_per_cell: 18.03 um^2
CP max stage delay: 0.57 ns
Largest net degree at the start of global routing: 49
Wirelength per Cell: 23.92 um
Late-Pin Clk Latency: 0.56 ns
FF+latch area: 9079 um^2
Top Metal Used: met4
Hold WC Path Type: reg -> reg
Ant. Diodes: 0
WL met3: 3.378 mm
Synth Cell Area: 12480 um^2
Final Setup Violations: 0
Post-route setup TNS: 0 ns
CTS tree: built
Root Buffer: clkbuf_16
First-pass GRT wire length: 42.20 mm
Post-Syn Instances: 692
Initial antenna violation count: 0
Post-cts hold-fix buffer tally: 0
First drt pass iteration count: 4
Final worst path period need: 5.048 ns
Tot GR Track Use: 20.07%
Biggest area cells: edfxtp_1, mux4_2, mux2i_1
Post CTS Setup Buffer Count: 0
Worst path bufs/invs: 3
Cell family with most CP delay: buffers and inverters
M1 WL: 10.26 mm
Maximum operating frequency: 198.1 MHz
Worst vdd ir: 0.0001985 V
Pwr Density: 287.1 nW/um^2
# port buffers: 82
Peak fanout along the critical path: 32
Endpoints left unconstrained: 3
Total wire length: 28.47 mm
Gpl congestion: 0.8470
Top post-synthesis cells by count: edfxtp_1, mux2i_1, mux4_2, a21oi_1, buf_4
Final Max Slew Viols: 0
Layout area overhead: 18.50%
Gate Area: 3084 um^2
Horiz. Die Dim: 178.6 um
Max Cap Viol: 0
LEAKAGE: 5.326 nW
Vias in the first global route: 6934
Die ar.: 31900 um^2
Area leader share: 68.59%
Worst path required time: 5.20 ns
CTS max path bufs: 3
Crit path kind: in -> out
Site Rows: 64
Synth warn: 51
# fillers: 2436
Grt total ovfl: 0
Drt via density: 5.512
#FFs+latches synth: 307
Detailed Route Iter0 Violations: 557
Rel. slew slack: 43.89%
CTS H-tree depth: 1
HPWL Detailed: 16.88 mm
Wire length on met2: 14.23 mm
CP cell instances: buf_4 > buf_4 > mux4_2 > mux2i_1 > a21oi_1 > clkdlybuf4s50_1
Dominant Register Cell: edfxtp_1
Clk slew on worst S/H paths: 0.06 ns
Post-synth top area cell: edfxtp_1
Die height: 178.6 um
Startpoint Class: input pin
Total power draw: 0.004245 W
Period utilisation layout: 77.66%
Post-synth ARST share: 6.189%
Critical path's most frequent cell: buf_4
Critical Path AT: 3.75 ns
Resized cells post-CTS: 0
Share of cells above drive strength 1: 19.90%
OpenROAD warning count: 25
Register pins left without a clock: 3
I/O pins: 98
CTS Buf Count: 29
Yosys Chip Area: 12480 um^2
Netlist cell types: 50
Remaining DRCs: 0
Top-count cell post-synth: edfxtp_1
Number of enable flip-flop cells: 285
Layout Skew: 0.01814 ns
Worst-Margin Slew: 0.8410 ns
Via count: 6559
Initial Util: 40.68%
Hold Fails Final Rpt: 0
Core Area: 30670 um^2
# Cells Yosys: 692
==> layer usage <==
| metal | global-route usage, % | vias to the layer above |
|---|---|---|
| met5 | 0 | - |
| met4 | 3.637 | 0 |
| met3 | 11.47 | 39 |
| met2 | 31.19 | 336 |
| met1 | 26.06 | 3267 |
| li1 | - | 2917 |
==> power breakdown <==
group,switching (W),internal (W)
registers,0.00000277,0.00213
logic,0.0000959,0.0000832
clock network,0.000712,0.00122
total,0.000810,0.00343
==> kinds of logic (layout without fill, tap and decap cells) <==
kind of cell	count (synthesis)	after routing	synth area share, %
latches	3	3	0.3610
flip-flops	304	304	72.40
AND/OR/NAND/NOR	86	86	3.911
XOR/XNOR	17	17	1.254
AND-OR/OR-AND	96	96	5.455
adder cells (fa/ha/maj)	1	1	0.1003
buffers and inverters	66	168	2.918
other	1	1	0.03006
multiplexers	118	118	13.57
==> cells in the final DEF, fill, tap and decap left out, types with 10 or more instances in the layout <==
| cell type | netlist | final |
|---|---|---|
| edfxtp_1 | 285 | 285 |
| clkdlybuf4s50_1 | 0 | 78 |
| mux2i_1 | 60 | 60 |
| mux4_2 | 39 | 39 |
| a21oi_1 | 38 | 38 |
| clkbuf_16 | 0 | 29 |
| buf_4 | 22 | 27 |
| dfrtp_1 | 19 | 19 |
| mux2_2 | 19 | 19 |
| a22oi_1 | 19 | 19 |
| a221o_1 | 18 | 18 |
| nand2_1 | 16 | 16 |
| nor2_2 | 0 | 12 |
| bufinv_16 | 0 | 10 |
==> through the flow <==
stage	utilization, %	std cells	hold WS (ns)	setup slack [ns]	cell area, um^2
2_1_floorplan	-	692	0.4581	2.773	12480
3_3_place_gp	44.61	1137	0.5301	1.471	13680
3_5_place_dp	44.61	1137	0.5309	1.401	13680
4_1_cts	48.21	1190	0.5429	1.407	14790
5_1_grt	48.21	1190	0.5748	1.267	14790
6_report	48.21	1190	0.5428	1.452	14790
==> registers in the layout, summed over array words and instances, names as in the netlist <==
signal and flops:
controller.controls 3, Datapath.rf.reg_file_arr 285, Datapath.pcreg.q 19
==> final cells by class <==
type                       count  area share [%]
clock buffer                  38           5.137
clock inverter                15           2.327
inverter                       8          0.2031
multi-input combinational    319           20.86
sequential                   307           61.40
tap                          396           3.351
timing repair buffer         107           6.719
==> final timing paths <==
check / from / to / slack (ns) / cells after the start
setup / recovery: Instr[11] / Mem_WrData[5] / 1.45 / 6
hold / removal: Datapath.pcreg.q[18] / Datapath.pcreg.q[18] / 0.54 / 1
setup reg to reg: Datapath.pcreg.q[0] / Datapath.rf.reg_file_arr[11][14] / 3.94 / 5
hold reg to reg: Datapath.pcreg.q[18] / Datapath.pcreg.q[18] / 0.54 / 1
max in group asynchronous: reset / Datapath.pcreg.q[16] / 4.82 / 2
min in group asynchronous: reset / Datapath.pcreg.q[3] / 1.19 / 2
Power is estimated from default activity; no workload was simulated.
